File: flow/config.mk
export PLATFORM = sky130hd
export DESIGN_NAME = multiplier
export DESIGN_NICKNAME = multiplier
export VERILOG_FILES = /design/flow/design.v
export SDC_FILE = /design/flow/constraint.sdc
export NUM_CORES = 4
export LEC_CHECK = 1
export CORE_UTILIZATION = 40
File: flow/constraint.sdc
current_design multiplier

set clk_period 11.3
set clk_io_pct 0.2

create_clock -name clk0 -period $clk_period

set non_clock_inputs [all_inputs -no_clocks]
set_input_delay [expr $clk_period * $clk_io_pct] -clock clk0 $non_clock_inputs
set_output_delay [expr $clk_period * $clk_io_pct] -clock clk0 [all_outputs]
File: flow/design.v
module multiplier #(parameter N = 8)
                   (input  logic [N-1:0]   a, b,
                    output logic [2*N-1:0] y);
  assign y = a * b;
endmodule
File: flow/run.sh
#!/bin/bash
# OpenROAD 26Q1-2900-gdf79404cd8, Yosys 0.63+post, stock flow scripts
make -C /OpenROAD-flow-scripts/flow DESIGN_CONFIG=/design/flow/config.mk WORK_HOME=/design/flow/orfs finish
==> notes.md <==
flow finished, numbers: status=finished, final reports clean, Syn Area/Cell=a little under 9 um^2, final instance area=between 2000 and 3000 um^2, Mapped Cells=around 240, final worst slack=approximately 2.0 ns, Max Clk Rate=108 MHz, Int Power=roughly 220 uW, GRT overflow=0, total track usage=between 10% and 20%, Crit path required time=between 9 and 10 ns, Area after DPL=2510 um^2, post-route clock period utilization=between 80% and 90%, flop count=0, YS chip area=approximately 2100 um^2, Clock power frac=0%, CP max-delay cell=clkdlybuf4s50_1, area grow syn2layout=19.4%, Final Routed Wirelength=about 3900 um, synthesized cell area=about 2100 um^2, row count=26, DRT iter0 DRCs=53, share of cells above drive strength 1=about 1.8%, remaining antenna violation count=0, vias in the first global route=between 1,500 and 2,000, P per Cell Area=148 nW/um^2, DRC Markers=0, MaxCap Viol Count=0, relative slew slack=75.0%, Top cells excl fill/tap=inv_1, and2_1, fa_1, ha_1, clkdlybuf4s50_1, part of the power in combinational logic=around 100%, CP arrival=7.02 ns, number of gates resized after cts=0, total die area=5560 um^2, Hold Buf Count CTS=0, FF+latch area=0 um^2, endpoints failing hold=0, Floorplan Utilization=41.5%, Post-DP HPWL=about 3400 um, Vias/cell=approximately 4.8, worst-path cell chain=clkdlybuf4s50_1 -> nand2_1 -> fa_1 -> fa_1 -> inv_1 -> fa_1 -> inv_1 -> fa_1 -> inv_1 -> ha_1 -> and2_4 -> a221oi_2 -> nand2_1 -> a31oi_1 -> xnor2_1 -> clkdlybuf4s50_1, HP Class=input pin to output port, Worst setup SP type=input pin, total core area=between 5000 and 6000 um^2, Worst setup endpoint=y[11], Antenna diodes=0, DIE WIDTH=74.6 um, Vias=~1,600, Final Util=49.6%, sequential share of the synthesized area=0%, ys cells=roughly 240, Flop pwr share=0%, most frequent logic cell in the layout=inv_1, maximum fanout along the worst path=8, # clk buffers=0, Die H=74.6 um, post-CTS setup buffers=0, Tool Warnings=32, crit path from=b[7], Least-Margin Pin Slew=roughly 0.37 ns, Total Neg Setup Slack=0 ns, fin crit period=between 9 and 10 ns, hold depth=3, CP Capture Type=output port, Static Leakage=between 1 and 1.5 nW, first-pass GRT wire length=between 6000 and 7000 um, yosys warns=0, Finish-stage setup viols=0, Net Sw Frac=41.8%, initial antenna violation count=0, RSZ-0062 raised after global routing=false, hold_ws=around 5.6 ns, cell mode on critical path=fa_1, switching power=about 160 uW, worst slack at placement=approximately 2.0 ns, Setup Crit Path Kind=input pin to output port, Synth cell types=28, buffers added on ports=32, fin. max-slew vios=0, peak supply drop=~120 uV, drt pass-1 iters=4, Routed WL per cell=11.2 um, RD Place Congestion=just under 0.9, Critical Path Max Stage Delay=slightly above 0.6 ns, pin count of the biggest net entering global routing=9, I/O pin cnt=32
==> synth_stat cells, types with 2 or more instances <==
master    count  area [um^2]
inv_1        49          184
and2_1       47          294
fa_1         36          721
ha_1         36          450
nand2_1      23         86.3
xnor2_1       7         61.3
nor2_1        6         22.5
a21oi_1       5         25.0
o21a_1        4         30.0
xor2_1        4         35.0
a211o_1       3         26.3
and3_1        3         18.8
nor2b_1       2         12.5
nor3_1        2         10.0
o211ai_1      2         15.0
o21ai_1       2         10.0
==> routing by layer <==
metal | track usage (%) | wire (um) | up-vias
met5 | 0 | 0 | -
met1 | 25.8 | 1860 | 788
met2 | 26.2 | 1900 | 25
met3 | 1.10 | 116 | 0
li1 | - | - | 829
met4 | 0 | 0 | 0
==> per-stage QoR <==
| stage | instances | total power [mW] |
|---|---|---|
| global route | 345 | 0.427 |
| detailed placement | 345 | 0.377 |
| floorplan | 243 | 0.230 |
| global placement | 345 | 0.377 |
| CTS | 345 | 0.380 |
| finish | 345 | 0.372 |
==> kinds of logic (layout without fill, tap and decap cells) <==
kind of cell	Yosys count	after routing	synth area share, %
AOI/OAI and AO/OA	23	23	8.14
xor gates and xnor gates	11	11	4.57
adders and majority gates	72	72	55.6
buffers and inverters	49	81	8.73
and+or+nand+nor	88	88	23.0
==> power groups by stage <==
stage	sequential (mW)	combinational [mW]	clock (mW)
4_1_cts	0	0.380	0
5_1_grt	0	0.427	0
6_report	0	0.372	0
==> worst min path at each step <==
stage     start    to  slack (ns)
4_1_cts    a[0]  y[0]        5.63
5_1_grt    a[0]  y[0]        5.67
6_report   a[0]  y[0]        5.61
==> worst max-delay path: cells and delay by family <==
| kind | cells | cell delay, ns |
|---|---|---|
| adders and majority gates | 5 | 2.48 |
| buffers and inverters | 5 | 1.24 |
| AOI/OAI and AO/OA | 2 | 0.48 |
| and+or+nand+nor | 3 | 0.41 |
| xor gates and xnor gates | 1 | 0.13 |
==> layout make-up <==
cell class / count / area (um^2)
inverters: 49 / 184
fillers: 509 / 2560
repair buffers: 32 / 320
well taps: 70 / 87.6
multi-input cells: 194 / 1920
No activity file was given, so power comes from the tool's default toggle rates.
