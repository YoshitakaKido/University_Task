--- config.mk ---
export PLATFORM = sky130hd
export DESIGN_NAME = ram
export DESIGN_NICKNAME = ram
export VERILOG_FILES = /design/flow/design.v
export SDC_FILE = /design/flow/constraint.sdc
export NUM_CORES = 4
export LEC_CHECK = 1
export CORE_UTILIZATION = 50
--- design.v ---
module ram #(parameter N = 6, M = 32)
            (input  logic         clk,
             input  logic         we,
        	  input  logic [N-1:0] adr,
	     	  input  logic [M-1:0] din,
	 	  output logic [M-1:0] dout);
  logic [M-1:0] mem[2**N-1:0];
  always_ff @(posedge clk)
    if (we) mem[adr] <= din;
  assign dout = mem[adr];
endmodule
--- constraint.sdc ---
current_design ram

set clk_period 32.2
set clk_io_pct 0.2

create_clock -name clk0 -period $clk_period [get_ports {clk}]

set non_clock_inputs [all_inputs -no_clocks]
set_input_delay [expr $clk_period * $clk_io_pct] -clock clk0 $non_clock_inputs
set_output_delay [expr $clk_period * $clk_io_pct] -clock clk0 [all_outputs]
--- run.sh ---
#!/bin/bash
# OpenROAD 26Q1-2900-gdf79404cd8, Yosys 0.63+post, stock flow scripts
make -C /OpenROAD-flow-scripts/flow DESIGN_CONFIG=/design/flow/config.mk WORK_HOME=/design/flow/orfs finish
==> Flow_metrics.wiki <==
== Run summary ==
{| class="wikitable"
! Metric !! Value
|-
| Status || finished clean
|-
| Post-CTS Hold Fix Bufs || 0
|-
| Top sig layer || met5
|-
| Synthesized instance count || 4207
|-
| Largest net degree at the start of global routing || 73
|-
| Number of cells upsized or downsized after cts || 0
|-
| CP Data Arrival Time || 12130 ps
|-
| Hold WS || about 5900 ps
|-
| Core ar. || between 150000 and 200000 µm²
|-
| Number of cell instances after yosys synthesis || 4207
|-
| Post-Route Setup TNS || 0 ps
|-
| Fraction of final layout cells sized beyond drive strength 1 || 17.83%
|-
| Share of flip-flops with an asynchronous set or reset || 0%
|-
| Antenna-violating nets left || 0
|-
| Post-synthesis xor/xnor area fraction || 0%
|-
| Pwr dens || 62.36 nW/µm²
|-
| Estimated wirelength of the detail-placed design || 131.5 mm
|-
| Syn avg cell area || 18.61 µm²
|-
| Worst-case setup slack after placement || 13870 ps
|-
| Register with the highest flop count || mem
|-
| TritonCTS clock tree || built
|-
| Total number of placement rows || about 140
|-
| Layout Cells excl Fill || 6580
|-
| Max-cap violation count || 0
|-
| Crit path top cell by count || sky130_fd_sc_hd__buf_4
|-
| Number of post-CTS setup repair buffers || 0
|-
| Port Buffer Count || around 70
|-
| H-tree levels || 4
|-
| Area leader, netlist || sky130_fd_sc_hd__edfxtp_1
|-
| Biggest regs || mem: 2048 flops
|-
| Post-synthesis share of cell area spent on and, or, nand and nor gates || between 2 and 3%
|-
| Slowest stage cell, crit path || sky130_fd_sc_hd__buf_4
|-
| Worst-case setup margin in the final layout || ~14000 ps
|-
| Maximum fanout along the worst path || 72
|-
| Cell breakdown of the critical path || buf_8 -> buf_12 -> buf_4 -> buf_4 -> nor2_4 -> buf_4 -> buf_4 -> and3_1 -> nor4_1 -> a31oi_1 -> a2111oi_0 -> nand3_1 -> clkdlybuf4s50_1
|-
| Flip-flop count of the largest register, all copies and words added || 2048
|-
| Warning total across the stage logs || 26
|-
| Number of vias per cell after detailed routing || ~6.4
|-
| Global-route wire length before repair || 320.2 mm
|-
| Layout overhead on the synthesized area || 12.83%
|-
| Total global-route track usage || 32.39%
|-
| I/O pin count || a little over 70
|-
| DP Cell Count || between 6000 and 7000
|-
| Worst Hold Class || input port to flop
|-
| Peak ir drop on the vdd network || roughly 57 µV
|-
| Area fraction in compound gates after synthesis || just under 9%
|-
| Registers, synthesis || 2048
|-
| Top area contributor share || between 70% and 80%
|-
| Number of slew-limit violations in the final report || 0
|-
| Max-Slew Margin vs Limit || 20.95%
|-
| Routed met1 length || between 70 and 80 mm
|-
| Kind of start point of the critical path || input port
|-
| Violation count after the first detailed-routing iteration || 2984
|-
| Adder-Cell Fraction of Synth Area || 0%
|-
| Clock tree root buffer cell || sky130_fd_sc_hd__clkbuf_16
|-
| Summed instance area of the synthesized netlist || a little under 80000 µm²
|-
| Slew at the pin closest to its max-slew limit || 1173 ps
|-
| Core utilization at floorplan || 50.58%
|-
| Vias in the first global route || ~44000
|-
| Critical path required time || 25760 ps
|-
| Number of iterations in the first detailed-routing pass || 8
|-
| Hold-critical path depth || 1
|-
| Post-synth EDFFs || 2048
|-
| Die area || 158200 µm²
|-
| Number of failing hold endpoints at the final stage || 0
|-
| Chip height || 397.7 µm
|-
| Count of cell types in the netlist || 55
|-
| Post-route clock period utilization || 57.66%
|-
| Number of DRC violations after detailed routing || 0
|-
| Overflow after GRT || 0
|-
| Post-layout instance area || 88330 µm²
|-
| Top cells by area in the synthesized netlist || sky130_fd_sc_hd__edfxtp_1 (79%), sky130_fd_sc_hd__mux2i_1 (3.3%), sky130_fd_sc_hd__mux4_2 (2.8%)
|-
| Via count || roughly 42000
|-
| Area fraction in mux cells || approximately 8.2%
|-
| Critical path type || input port to output port
|-
| Average wire length per cell after detail routing || 34.21 µm
|-
| Wire length after detailed routing || 225.1 mm
|-
| Sum of met3 wire segment lengths after detailed routing || 43.73 mm
|-
| Critical Path End Type || output port
|-
| Met2 wire len || between 90 and 100 mm
|-
| Seq/Total Area, Yosys || 78.56%
|-
| Static Leak || about 28 nW
|-
| Most frequent cells in the layout || sky130_fd_sc_hd__edfxtp_1 (2048), sky130_fd_sc_hd__mux2i_1 (259), sky130_fd_sc_hd__clkbuf_16 (208), sky130_fd_sc_hd__a22oi_1 (188), sky130_fd_sc_hd__buf_4 (179)
|-
| Setup repair after global routing missed its margin || false
|-
| Initial antenna violation count || 10
|-
| Post-layout total power || 5.508 mW
|-
| Share of the core filled with cells in the final layout || 57.07%
|-
| Instance area at placement || 82050 µm²
|-
| Highest-count logic cell in the final layout || sky130_fd_sc_hd__edfxtp_1
|-
| Clk sink count || 2048
|-
| CTS max path bufs || 3
|-
| Clock input transition at the sequential cells of the worst setup and hold paths || approximately 60 ps
|-
| Fill cell instance count of the final layout || 11244
|-
| Top logic family || AND-OR/OR-AND gates
|-
| Width of the die || 397.7 µm
|-
| Inserted Clock Buffers || 201
|-
| Dominant Register Cell || sky130_fd_sc_hd__edfxtp_1
|-
| FMAX || 53.86 MHz
|-
| Yosys warning total || 1
|-
| Total of endpoints with negative setup slack in the final report || 0
|-
| Final GP Congestion || 0.9703
|-
| CP max stage delay || 660 ps
|-
| Chip area from the yosys synthesis statistics || 78290 µm²
|-
| Final critical delay including setup and external delays || about 19000 ps
|}
## final timing paths
| check | from | end | slack [ps] |
|---|---|---|---|
| setup / recovery | adr[1] | dout[16] | 13630 |
| hold / removal | din[9] | mem[20][9]$_DFFE_PP_ | 5910 |
## per-layer routing
metal / vias up / global-route usage (%)
met5: - / 4.782
met4: 36 / 7.383
met3: 390 / 27.07
met2: 2902 / 42.83
met1: 21121 / 43.54
li1: 17914 / -
## cell type report
class                           instances  area, µm²  area share (%)
Clock inverter                        116      887.1           1.004
Inverter                                2      15.01         0.01700
Antenna cell                            5      12.51         0.01417
Timing Repair Buffer                  251       1929           2.184
Tap cell                             2044       2557           2.895
Clock buffer                          255       5381           6.092
Sequential cell                      2048      61500           69.63
Multi-Input combinational cell       1859      16050           18.17
## cell families after synthesis
logic type,count (synthesis)
DFF,2048
and+or+nand+nor,424
buffers and inverters,300
muxes,502
AOI/OAI and AO/OA,933
## synthesized netlist by cell type (all sizes together) (22+ instances only)
cell type / count
a22oi: 188
a21oi: 121
nor3: 22
nand3: 54
o22ai: 93
mux2: 147
mux2i: 259
a22o: 66
a31oi: 43
nor2: 145
and3: 85
mux4: 96
nand2: 28
clkbuf: 169
buf: 129
a221oi: 175
o21ai: 85
o22a: 70
edfxtp: 2048
## critical path: cells and delay by family
family / cells / cell delay [ps]
AND/OR/NAND/NOR: 4 / 1190
AND-OR/OR-AND: 2 / 850
buffers and inverters: 7 / 3410
## report_power, final
group / total, mW / switching [mW] / internal (mW)
combinational: 0.312 / 0.220 / 0.0913
clock: 2.24 / 0.968 / 1.27
sequential: 2.96 / 0.00365 / 2.95
total: 5.51 / 1.19 / 4.32
Power is estimated from default activity; no workload was simulated.
